==> flow/design.v <==
module binary_to_BCD (binary,hundreds, tens, ones);
input [7:0] binary;
output reg [3:0] hundreds;
output reg [3:0] tens;
output reg [3:0] ones;
integer i;
always @ (binary)
   begin
      hundreds = 4'b0000;
      tens = 4'b0000;
      ones = 4'b0000;
      for(i = 7; i >= 0; i = i - 1)
         begin
            if(hundreds >= 5)
               hundreds = hundreds + 3;
            if( tens >= 5)
               tens = tens + 3;
            if(ones >= 5)
               ones = ones + 3;
            hundreds = hundreds << 1;
            hundreds[0] = tens[3];
            tens = tens << 1;
            tens[0] = ones [3];
            ones = ones << 1;
            ones[0] = binary [i];
         end
   end
endmodule
module clk_generator (clk_2Hz, clk_50MHz);
input clk_50MHz;
reg [24:0] counter;
output reg clk_2Hz;
initial
   begin
      counter <= 0;
      clk_2Hz <= 0;
   end
always @(posedge clk_50MHz)
   begin
      if(counter == 12499999)
         begin
            clk_2Hz <= ~clk_2Hz;
            counter <= 0;
         end
       else
         begin
            counter <= counter + 1;
         end
   end
endmodule
module counter_99 (count, clk, reset);
input clk;
input reset;
output reg [7:0] count;
initial
   begin
      count <= 8'b00_00_00_00;
   end
always @ (posedge clk, negedge reset)
   begin
      if(~reset)
         begin
            count <= 8'b00_00_00_00;
         end
      else
         begin
            if(count != 8'd99)
               begin
                  count <= count + 1;
               end
             else
               begin
                  count <= 8'b00_00_00_00;
               end
          end
   end
endmodule
module digital_timer_top (seg_0,seg_1,clk_50MHz,reset);
input clk_50MHz;
input reset;
output [7:0] seg_0, seg_1;
wire clk_2Hz;
wire [7:0] count;
wire [3:0] ones, tens, hundreds;
clk_generator clk_2_50(clk_2Hz,clk_50MHz);
counter_99 digital_counter(count,clk_2Hz,reset);
binary_to_BCD bcd_encoder(count,hundreds,tens,ones);
segment_display HEX_0 (seg_0, ones);
segment_display HEX_1 (seg_1, tens);
endmodule
module segment_display (segment_code, num);
input [3:0] num;
output reg [7:0] segment_code;
always @ (num)
   begin
      case(num)
         0: segment_code = 8'b11_00_00_00;
         1: segment_code = 8'b11_11_10_01;
         2: segment_code = 8'b10_10_01_00;
         3: segment_code = 8'b10_11_00_00;
         4: segment_code = 8'b10_01_10_01;
         5: segment_code = 8'b10_01_00_10;
         6: segment_code = 8'b10_00_00_10;
         7: segment_code = 8'b11_11_10_00;
         8: segment_code = 8'b10_00_00_00;
         9: segment_code = 8'b10_01_00_00;
      endcase
   end
endmodule
==> flow/run.sh <==
#!/bin/bash
# OpenROAD 26Q1-2900-gdf79404cd8, Yosys 0.63+post, stock flow scripts
make -C /OpenROAD-flow-scripts/flow DESIGN_CONFIG=/design/flow/config.mk WORK_HOME=/design/flow/orfs finish
==> flow/config.mk <==
export PLATFORM = sky130hd
export DESIGN_NAME = digital_timer_top
export DESIGN_NICKNAME = digital_timer_top
export VERILOG_FILES = /design/flow/design.v
export SDC_FILE = /design/flow/constraint.sdc
export NUM_CORES = 4
export LEC_CHECK = 1
export CORE_UTILIZATION = 40
==> flow/constraint.sdc <==
current_design digital_timer_top

set clk_period 4.6
set clk_io_pct 0.2

create_clock -name clk0 -period $clk_period [get_ports {clk_50MHz}]

set non_clock_inputs [all_inputs -no_clocks]
set_input_delay [expr $clk_period * $clk_io_pct] -clock clk0 $non_clock_inputs
set_output_delay [expr $clk_period * $clk_io_pct] -clock clk0 [all_outputs]
==> results.py <==
# Flow results
metrics = {
    "run_status": {
        "status": "complete, no violations",
    },
    "floorplanning": {
        "rows": 31,
        "floorplan.core_util_pct": 41.5,
        "die_area_um2": 7920,
        "die_width_um": 89.0,
        "die_h_um": 89.0,
        "core_area_um2": 7290,
        "pin_count": 18,
    },
    "clock_network": {
        "numCtsBuffers": 3,
        "cts_resized": 0,
        "htree_levels": 1,
        "postCtsHoldBufs": 0,
        "cts_tree": "yes",
        "cts_setup_buffers": 0,
        "root_buffer": "clkbuf_8",
        "clk-insertion-delay-late_ps": 260,
        "clockBufferDepth": 2,
        "clkTransAtPathRegs_ps": 80,
    },
    "setup_path": {
        "cp-start-kind": "flip-flop",
        "crit_start": "clk_2_50.counter[0]",
        "critPathCaptureType": "flip-flop",
        "critPathRequiredTime_ps": 4770,
        "reg2reg_slack_ps": 2540,
        "rr_worst_depth": 8,
        "rr_startpoint": "clk_2_50.counter[0]",
        "worstSetupPathType": "flip-flop to flip-flop",
        "critPathCapture": "clk_2_50.counter[20]",
        "cp_max_fo": 4,
        "r2r-end": "clk_2_50.counter[20]",
        "arrival_ps": 2220,
    },
    "sta": {
        "tns_ps": 0,
        "unconstrained_endpoints": 36,
        "finalCritPeriodShare_pct": 44.7,
        "unclocked_regs": 22,
        "fin_crit_ps": 2060,
        "rsz0062_at_grt": "false",
        "fin_skew_ps": 2.87,
        "final_hold_viol_count": 0,
        "slew_headroom_pct": 44.4,
        "timing.hold.ws_ps": 468,
        "setup_viol": 0,
        "slew_violations": 0,
        "fmax_mhz": 486,
        "tightest_slew_ps": 833,
    },
    "logic_synthesis": {
        "syn-mean-instance-area_um2": 7.82,
        "synth_warnings": 4,
        "ys_types": 67,
        "synth_top_flop_cell": "dfxtp_1",
        "ys_async_sr_fraction_pct": 16.7,
        "ys.flops": 48,
        "synthCells": 387,
        "syn-cell-area_um2": 3030,
        "edf_count": 1,
        "ys_chip_area_um2": 3030,
        "ys_cells": 387,
    },
    "final_layout": {
        "drive_gt1_share_pct": 4.40,
        "syn_to_final_growth_pct": 7.98,
        "mostFrequentLayoutCells": "nor2_1, nand2_1, dfxtp_1, a21oi_1, xnor2_1",
        "utilization_pct": 44.8,
        "lay_top_count": "nor2_1",
    },
    "detailed_routing": {
        "drt.antenna.violating_nets": 0,
        "first_iter_violations": 87,
        "post_drt_wl_per_cell_um": 11.9,
        "insertedDiodeCount": 0,
        "routed_wl_um": 5780,
        "via_per_inst": 5.37,
        "drcViolationCount": 0,
        "num_vias": 2606,
        "firstDrtPassIters": 5,
    },
    "power_and_ir_drop": {
        "power.share.sequential_pct": 63.5,
        "switchingPower_mw": 0.0672,
        "vdd_drop_max_mv": 0.214,
        "p_per_area_nw_per_um2": 109,
        "clkPwrFrac_pct": 35.9,
        "pwr-share-comb_pct": 0.6,
        "power_leakage_nw": 1.27,
        "switching_share_pct": 18.9,
        "intPower_mw": 0.289,
    },
    "global_routing": {
        "grt_pass1_wl_um": 9960,
        "grt_antenna_before_repair": 0,
        "grt_use_met1_pct": 24.6,
        "grt_pass1_vias": 2257,
        "met3_usage_pct": 0.749,
        "globalRouteMet2Util_pct": 25.3,
        "grt_usage_pct": 15.6,
        "grt_max_degree": 32,
        "top_usage_layer": "met2",
        "overflow": 0,
    },
    "placed_design": {
        "gp_congestion": 0.902,
        "io_buffers": 15,
        "dp_hpwl_um": 4350,
    },
    "run": {
        "warnings": 29,
        "drv_cap": 0,
    },
    "min_path": {
        "min_from": "clk_2_50.counter[24]",
        "hold_path.class": "flip-flop to flip-flop",
    },
}
per-layer routing:
| layer | vias to the layer above | share of wire (%) |
|---|---|---|
| met5 | - | 0 |
| met4 | 0 | 0.68 |
| met3 | 6 | 2.4 |
| met2 | 37 | 45 |
| met1 | 1174 | 52 |
| li1 | 1389 | - |
per-stage QoR:
step / std cells / area, µm² / total power [mW] / worst slack, ps
after floorplan: 388 / 3030 / 0.232 / 2610
after global placement: 481 / 3220 / 0.233 / 2590
after detailed placement: 481 / 3220 / 0.233 / 2570
after CTS: 485 / 3270 / 0.359 / 2550
after global routing: 485 / 3270 / 0.368 / 2390
final: 485 / 3270 / 0.356 / 2540
worst min path at each step:
stage / endpoint / slack, ps / cells after the start
after CTS: clk_2_50.counter[24] / 470 / 1
after global routing: clk_2_50.counter[24] / 480 / 1
final: clk_2_50.counter[24] / 470 / 1
registers in the layout, summed over array words and instances, names as in the netlist:
register / cells
clk_2_50.counter: 25
digital_counter.count: 8
HEX_0.segment_code: 7
HEX_1.segment_code: 7
clk_2_50.clk_2Hz: 1
power groups by stage:
| stage | Clock (mW) | Sequential (mW) | Combinational (mW) |
|---|---|---|---|
| CTS | 0.131 | 0.226 | 0.00221 |
| global route | 0.139 | 0.226 | 0.00246 |
| finish | 0.128 | 0.226 | 0.00210 |
synthesized netlist by cell type (all sizes together), types with 5 or more instances:
library cell  instances  share of area, %
a211oi                5               1.4
a21oi                23               3.9
buf                  10               2.0
clkbuf               15               1.9
dfrtp                 8               6.6
dfxtp                25                17
dlxtn                14               6.9
ha                   13               5.4
inv                  11               1.4
nand2                26               3.2
nand3                17               3.0
nand4                10               2.1
nor2                 58               7.3
nor3                 18               3.0
nor4                  5               1.0
o21ai                15               2.5
or2                   5               1.0
xnor2                20               5.8
xor2                 14               4.0
logic make-up after synthesis:
logic type               share of synthesized area [%]
other                                            0.124
buffers and inverters                             5.37
flip-flops                                        24.1
XOR/XNOR                                          9.83
AND-OR/OR-AND                                     19.8
AND/OR/NAND/NOR                                   26.0
adder cells (fa/ha/maj)                           5.37
multiplexers                                      2.48
latches                                           6.94
cell type report:
type | count | area (µm²)
fillers | 747 | 4020
multi-input cells | 303 | 1930
flip-flops and latches | 48 | 941
repair buffers | 19 | 180
well taps | 99 | 124
clock buffers | 4 | 45.0
inverters | 12 | 45.0
worst max-delay path, cell delays in order (launching register included):
cell	delay [ps]
dfxtp_1	380
ha_1	220
nand4_1	170
nor2_1	340
nand2_1	200
nor2_1	300
nand3_1	140
xor2_1	150
nor2_1	50
Power figures rest on the tool's default switching activity, not on a simulated workload.
